### flow/run.sh
#!/bin/bash
# OpenROAD 26Q1-2900-gdf79404cd8, Yosys 0.63+post, stock flow scripts
make -C /OpenROAD-flow-scripts/flow DESIGN_CONFIG=/design/flow/config.mk WORK_HOME=/design/flow/orfs finish
### flow/config.mk
export PLATFORM = sky130hd
export DESIGN_NAME = demux
export DESIGN_NICKNAME = demux
export VERILOG_FILES = /design/flow/design.v
export SDC_FILE = /design/flow/constraint.sdc
export NUM_CORES = 4
export LEC_CHECK = 1
export CORE_AREA = 10 10 70 70
export DIE_AREA = 0 0 80 80
### flow/constraint.sdc
current_design demux

set clk_period 1.0
set clk_io_pct 0.2

create_clock -name clk0 -period $clk_period

set non_clock_inputs [all_inputs -no_clocks]
set_input_delay [expr $clk_period * $clk_io_pct] -clock clk0 $non_clock_inputs
set_output_delay [expr $clk_period * $clk_io_pct] -clock clk0 [all_outputs]
### flow/design.v
module decoder #(
    parameter int NUM_WIRE = 8   
) (
    input logic [$clog2(NUM_WIRE)-1:0] a_i,        
    input logic                        a_valid_i,  
    output logic [NUM_WIRE-1:0] d_o   
);
  logic [$clog2(NUM_WIRE)-1:0] a_i_n;   
  logic [$clog2(NUM_WIRE):0] output_and_red[NUM_WIRE];
  always_comb a_i_n = ~a_i;
  always_comb begin
    for (bit [$clog2(NUM_WIRE):0] i = 0; i < NUM_WIRE; i++) begin
      for (int j = 0; j < $clog2(NUM_WIRE); j++) begin
        output_and_red[i][j] = i[j] ? a_i[j] : a_i_n[j];
      end
      output_and_red[i][$clog2(NUM_WIRE)] = a_valid_i;
    end
  end
  for (genvar i = 0; i < NUM_WIRE; i++) begin : g_output_and_red
    always_comb d_o[i] = &output_and_red[i];
  end
endmodule
module demux #(
    parameter int NUM_ELEM   = 6,   
    parameter int ELEM_WIDTH = 8    
) (
    input logic [$clog2(NUM_ELEM)-1:0] s_i,
    input logic [ELEM_WIDTH-1:0] i_i,
    output logic [NUM_ELEM-1:0][ELEM_WIDTH-1:0] o_o
);
  logic [NUM_ELEM-1:0] valid_out;
  for (genvar i = 0; i < NUM_ELEM; i++) begin : g_elem
    for (genvar j = 0; j < ELEM_WIDTH; j++) begin : g_bits
      always_comb o_o[i][j] = i_i[j] & valid_out[i];
    end
  end
  decoder #(
      .NUM_WIRE(NUM_ELEM)
  ) u_decoder (
      .a_i(s_i),
      .a_valid_i('1),
      .d_o(valid_out)
  );
endmodule
==> ci_impl_report.md <==
## Implementation flow summary

| Metric | Value |
|---|---|
| Run status | `finished, violations left` |
| Violated checks | `setup timing` |
| Layout clock buffers | `0` |
| Number of distinct library cells after synthesis | `10` |
| Fin crit period | `1.19 ns` |
| DR DRC count | `0` |
| Length of routed met2 wiring | `1880 um` |
| Combined global-route utilization of all metal layers | `11.1%` |
| Overall Power | `0.000648 W` |
| Starting Density | `20.0%` |
| Number of cells in the finished layout apart from fillers | `201` |
| Combined flip-flop and latch cell area | `0 sq um` |
| First-pass GRT wire length | `5750 um` |
| Static Leakage | `0.988 nW` |
| Setup repair after global routing missed its margin | `yes` |
| Ordered list of cells on the worst path | `buf_12, buf_12, buf_12, nor4bb_4, buf_2` |
| Ys cells | `63` |
| Fill cell total of the finished layout | `299` |
| Die H | `80 um` |
| Post-Syn Area per Cell | `10.8 sq um` |
| Post-synthesis cell count | `63` |
| Max stage delay cell, worst path | `nor4bb_4` |
| Most frequent cell after synthesis | `and4b_1` |
| Setup-violating endpoint count in the final report | `46` |
| Max-slew headroom | `86.2%` |
| Sequential group share of total power | `0%` |
| Setup Slack @ Placement | `-0.916 ns` |
| OpenROAD warnings | `34` |
| Largest type area fraction | `23.5%` |
| WS Path Type | `in2out` |
| Power share of the combinational group | `100.0%` |
| Min-Delay Path Depth | `3` |
| Final Max Slew Viols | `0` |
| Top post-synthesis cells by area | `and4b_1 (23%), and4bb_1 (18%), nor4b_2 (18%)` |
| Delay of the slowest cell on the worst path | `0.26 ns` |
| Ratio of cells with drive above 1 in the final layout | `80.6%` |
| Number of antenna violations at the first check in global routing | `0` |
| Boundary pin count | `59` |
| Pwr dens | `361 nW/um^2` |
| Highest signal layer in the routed design | `met3` |
| Smallest setup slack after layout | `-0.188 ns` |
| Area reported by Yosys stat | `682 sq um` |
| Top cell types by occurrence after synthesis | `and4b_1 (16), and4bb_1 (10), nor4b_2 (8), nor4bb_1 (8)` |
| Placement-stage cell area | `1370 sq um` |
| Number of rows created at floorplan | `21` |
| Top cell type by total area after synthesis | `and4b_1` |
| Startpoint of the tightest hold check path | `i_i[0]` |
| Nature of the critical path endpoint | `output port` |
| Critical Path Start Type | `input port` |
| Final Cycle Share | `119%` |
| Post-detailed-route count of antenna-violating nets | `0` |
| Synthesis-to-layout area growth | `163%` |
| F_max | `0.842 GHz` |
| Final instance area | `1800 sq um` |
| Logic area | `673 sq um` |
| Switching share of power | `34.4%` |
| Antenna cells | `0` |
| Global placer's final weighted congestion | `0.760` |
| Switching pwr | `0.000223 W` |
| Worst vdd ir | `170 uV` |
| Hold violation count in the final report | `0` |
| Max Fanout on Critical Path | `8` |
| Cell-internal power | `0.000425 W` |
| Pin slew with the least headroom to its limit | `0.205 ns` |
| Share of total power in the clock network | `0%` |
| Post-detailed-placement half-perimeter wirelength | `2280 um` |
| Min-Delay Path Class | `in2out` |
| YS warnings | `3` |
| Kind of cell adding the most delay to the critical path | `buffers and inverters` |
| Count of sequential standard cells | `0` |
| Largest net degree at the start of global routing | `13` |
| Routed wire length on met3 | `290 um` |
| Most common cell type on the critical path | `buf_12` |
| I/O Buffers | `59` |
| Required time of the worst setup path | `0.80 ns` |
| Horizontal die dimension | `80 um` |
| Number of violations reported at the end of detailed-routing iteration 0 | `36` |
| Core outline area | `3420 sq um` |
| Drt pass-1 iters | `4` |
| Chip Footprint | `6400 sq um` |
| Sequential cell area fraction in the yosys report | `0%` |
| Via count | `950` |
| Number of global-route vias before repair | `967` |
| Post-Route M1 WL | `1620 um` |
| Routed wirelength normalized by instance count | `18.9 um` |
| Detailed Route WL | `3790 um` |
| Mapped Area | `682 sq um` |
| Worst Hold End | `o_o[16]` |
| Total overflow reported by the global router | `0` |
| Buf/Inv on CP | `4` |
| Data arrival time of the worst path | `0.99 ns` |
| Number of vias per cell after detailed routing | `4.73` |
| Maximum Capacitance Violations | `0` |
| DP Cell Count | `169` |
[timing repair]
item,in CTS,in global routing
buffers inserted,17,8
gates resized,240,19
setup endpoints to repair,48,47
pin swaps,35,18
endpoints found under the hold margin,0,0
gates cloned,10,0
hold buffers,0,0
[worst max path at each step]
stage / from / end / cells after the start
6_report: s_i[2] / o_o[20] / 5
5_1_grt: s_i[2] / o_o[20] / 5
4_1_cts: s_i[2] / o_o[20] / 5
[cell type report]
| class | instances | share of cell area, % |
|---|---|---|
| repair buffers | 107 | 59.3 |
| multi-input cells | 48 | 37.5 |
| well taps | 46 | 3.20 |
[power by group through the flow]
stage	Combinational [W]	Clock, W	Sequential, W
CTS	0.000585	0	0
global route	0.000684	0	0
finish	0.000648	0	0
[cells in the final DEF (no fill, tap or decap)]
cell / n
buf_4: 13
bufbuf_16: 1
nor4b_4: 6
buf_8: 8
buf_12: 9
and4b_1: 16
and4bb_2: 6
nor4bb_4: 4
buf_6: 12
nor4bb_1: 4
and4bb_1: 10
nor4b_2: 2
buf_16: 8
buf_2: 56
[per-layer routing]
| metal | up-vias | GRT usage (%) |
|---|---|---|
| met5 | - | 0 |
| met4 | 0 | 0 |
| met3 | 0 | 2.95 |
| met2 | 34 | 19.1 |
| met1 | 453 | 14.3 |
| li1 | 463 | - |
[tightest hold or removal path, cell delays in order]
cell and delay, ns:
buf_2 0.12, nor4bb_1 0.13, buf_2 0.10
[cells by family (layout without fill, tap and decap cells)]
family / count (synthesis) / after routing / share of synthesized area (%)
simple gates: 48 / 48 / 82.2
buf+inv: 15 / 107 / 17.8
[through the flow]
stage          TNS (ns)  hold slack [ns]  util [%]
6_report          -5.28            0.755      52.6
5_1_grt           -6.76            0.767      52.6
4_1_cts           -4.65            0.748      48.5
3_5_place_dp     -39.88             1.38      40.0
3_3_place_gp     -39.81             1.37      40.0
2_1_floorplan         0            0.504         -
Power figures rest on the tool's default switching activity, not on a simulated workload.
