[flow/run.sh]
#!/bin/bash
# OpenROAD 26Q1-2900-gdf79404cd8, Yosys 0.63+post, stock flow scripts
make -C /OpenROAD-flow-scripts/flow DESIGN_CONFIG=/design/flow/config.mk WORK_HOME=/design/flow/orfs finish
[flow/config.mk]
export PLATFORM = sky130hd
export DESIGN_NAME = register
export DESIGN_NICKNAME = register
export VERILOG_FILES = /design/flow/design.v
export SDC_FILE = /design/flow/constraint.sdc
export NUM_CORES = 4
export LEC_CHECK = 1
export CORE_AREA = 10 10 104 104
export DIE_AREA = 0 0 114 114
[flow/constraint.sdc]
current_design register

set clk_period 1.5
set clk_io_pct 0.2

create_clock -name clk0 -period $clk_period [get_ports {clk_i}]

set non_clock_inputs [all_inputs -no_clocks]
set_input_delay [expr $clk_period * $clk_io_pct] -clock clk0 $non_clock_inputs
set_output_delay [expr $clk_period * $clk_io_pct] -clock clk0 [all_outputs]
[flow/design.v]
module register #(
    parameter int                  ELEM_WIDTH  = 32,   
    parameter bit [ELEM_WIDTH-1:0] RESET_VALUE = '0    
) (
    input logic clk_i,    
    input logic arst_ni,  
    input logic en_i,   
    input logic [ELEM_WIDTH-1:0] d_i,   
    output logic [ELEM_WIDTH-1:0] q_o   
);
  always_ff @(posedge clk_i or negedge arst_ni) begin
    if (~arst_ni) begin
      q_o <= RESET_VALUE;
    end else if (en_i) begin
      q_o <= d_i;
    end
  end
endmodule
==> out/results.ini <==
[setup_path]
critical_path_class = reg2out
crit_path_start_kind = flip-flop
cp_slowest_stage_delay_ns = 0.49
worstPathBufferInverterCount = 1
worst_ep_required_time_ns = 1.20
cp_top_family = buffers and inverters
worstSetupEndpointType = output port
critPathMaxFanout = 2
crit_slowest_cell = sky130_fd_sc_hd__clkdlybuf4s50_1
critical_path_cell_by_cell = clkdlybuf4s50_1
critical_path_arrival_ns = 1.12

[global_routing]
first_global_vias = 927
grt_pass1_wl_mm = 5.492
grt_util_all_layers_pct = 5.187
gr-total-overflow = 0
antenna_found_initial = 0
grt_max_degree = 33

[sta]
max_slew_margin_pct = 72.29
finalCriticalPeriod_ns = 1.417
fin_worst_skew_ns = 0
setup_viol = 0
finalHoldViolations = 0
final_max_slew_viol_count = 0
post-route-period-util_pct = 94.47
finalHoldWorstSlack_ns = 0.03806
timing_worst_slew_pin_value_ns = 0.4156
totalNegativeSetupSlack_ns = 0
max_freq_mhz = 705.7
grt_setup_unrepaired = false

[detailed_routing]
route.antenna.diode_count = 0
drc_violations = 0
dr.first_iter.drc_count = 6
route.final.wire_length_mm = 3.366
postRouteAntennaNets = 0
drt-pass1-iter-count = 2
route.vias.total = 806
avgViaCountPerCell = 3.250
routed_wire_length_per_instance_um = 13.57

[floorplan]
die_w_um = 114
dieHeight_um = 114
rows = 34
floorplan.core_area_sq_um = 8678
design.die.area_sq_um = 13000
i_o_pin_cnt = 67
floorplan.initialDensity_pct = 15.50

[clock_tree]
tritoncts = done
ctsHoldBuffers = 0
cts_repair_resize_count = 0
tritoncts.num_buffers = 5
cts-root-to-sink-buffers = 2
worst_skew_pair.late_latency_ns = 0.27
cts.clk_slew.worst_paths_ns = 0.07
clock_sinks = 32
cts.root.buffer_cell = sky130_fd_sc_hd__clkbuf_8
cts_h_tree_lvls = 2
post_cts_setup_driven_buffer_insertion_count = 0

[synthesis]
yosys_cells = 68
async_set_or_reset_register_ratio_after_synthesis_pct = 100.0
synth_dominant_cell_count = sky130_fd_sc_hd__dfrtp_1
yosys_synthesis_chip_area_sq_um = 1345
synthCells = 68
dominantRegCellSynth = sky130_fd_sc_hd__dfrtp_1
syn_area_per_cell_sq_um = 19.78
ys_types = 5
most_frequent_cells_after_synthesis = sky130_fd_sc_hd__dfrtp_1, sky130_fd_sc_hd__mux2_4, sky130_fd_sc_hd__buf_12
yosys_warnings = 1
synthDominantCellAreaShare_pct = 59.53
ys_seq_elements = 32
area_leaders = sky130_fd_sc_hd__dfrtp_1, sky130_fd_sc_hd__mux2_4, sky130_fd_sc_hd__buf_12
synth_area_leader_cell = sky130_fd_sc_hd__dfrtp_1
seq_area_frac_synth_pct = 59.53
synth-edff-count = 0
synthesis.area_sq_um = 1345

[min_path]
worst_hold_path_type = in2async

[place]
post-dp-hpwl_mm = 2.511
placed_cells_incl_taps = 240
count_of_input_and_output_buffers = 66
gpl.final_weighted_congestion = 0.6801

[power]
pwr-share-comb_pct = 20.4
p_sw_share_pct = 21.06
power_report.internal_total_mw = 1.667
p_per_area_nw_per_um2 = 969.7
power_frac_seq_pct = 47.2
power.share.clock_pct = 32.3
post-layout-total-power_mw = 2.111
leakage_nw = 0.9460
p_switching_mw = 0.4446
worst_ir_drop_vdd_mv = 0.2423

[outcome]
outcome = finished clean

[cells_and_area]
final_cells = 248
layout-drive-gt1-share_pct = 30.00
syn_to_final_growth_pct = 61.86
largest_reg_flops = 32
fin_util_pct = 25.09
nFillCells = 908
seq_area_sq_um = 800.8
reg_top3 = q_o: 32 flops
multi_input_comb_area_sq_um = 473.0
largest_register = q_o

[flow_run]
tool_warning_count = 25
maxCapViolations = 0

[area by class of cell]
type | count | share of cell area [%]
clock buffer | 8 | 4.138
multi-input combinational | 32 | 21.72
sequential | 32 | 36.78
tap | 108 | 6.207
timing repair buffer | 68 | 31.15
[cell families after synthesis]
logic type,synth area share [%]
DFF,59.54
muxes,35.16
buffers and inverters,5.302
[worst paths after layout]
path	start	endpoint	slack, ns	cells after the start
min in group clk0	q_o[26]	q_o[26]	0.51	1
setup reg to reg	q_o[23]	q_o[23]	0.73	1
setup / recovery	q_o[29]	q_o[29]	0.08	1
hold reg to reg	q_o[26]	q_o[26]	0.51	1
max in group asynchronous	arst_ni	q_o[21]	1.16	2
hold / removal	arst_ni	q_o[18]	0.04	2
[layout by cell type, fill, tap and decap left out]
master	count
sky130_fd_sc_hd__buf_4	1
sky130_fd_sc_hd__clkbuf_1	2
sky130_fd_sc_hd__buf_12	1
sky130_fd_sc_hd__clkdlybuf4s50_1	64
sky130_fd_sc_hd__clkbuf_8	6
sky130_fd_sc_hd__dfrtp_1	32
sky130_fd_sc_hd__mux2_2	2
sky130_fd_sc_hd__buf_2	2
sky130_fd_sc_hd__mux2_4	30
[power groups by stage]
stage	clock (mW)	sequential, mW	combinational [mW]
CTS	0.747	0.998	0.444
global route	0.785	1.01	0.465
finish	0.683	0.997	0.431
[metal layers]
metal  vias up  GRT usage, %  wire length, um
met5         -             0                0
met4         0         1.003               43
met3         2         1.542              232
met2        29         8.200             1750
met1       402         6.938             1339
li1        373             -                -
[per-stage QoR]
stage | worst slack (ns) | instance area [sq um]
6_report | 0.08294 | 2177
4_1_cts | 0.04967 | 2177
3_5_place_dp | 0.3394 | 2087
5_1_grt | 0.01010 | 2177
3_3_place_gp | 0.3482 | 2087
2_1_floorplan | 0.5328 | 1345
Power figures rest on the tool's default switching activity, not on a simulated workload.
