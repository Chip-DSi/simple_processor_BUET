==> /design/flow/design.v <==
module mux #(
    parameter int ELEM_WIDTH = 8,   
    parameter int NUM_ELEM   = 6    
) (
    input logic [$clog2(NUM_ELEM)-1:0] s_i,   
    input logic [NUM_ELEM-1:0][ELEM_WIDTH-1:0] i_i,   
    output logic [ELEM_WIDTH-1:0] o_o   
);
  always_comb o_o = i_i[s_i];
endmodule
==> /design/flow/run.sh <==
#!/bin/bash
# OpenROAD 26Q1-2900-gdf79404cd8, Yosys 0.63+post, stock flow scripts
make -C /OpenROAD-flow-scripts/flow DESIGN_CONFIG=/design/flow/config.mk WORK_HOME=/design/flow/orfs finish
==> /design/flow/config.mk <==
export PLATFORM = sky130hd
export DESIGN_NAME = mux
export DESIGN_NICKNAME = mux
export VERILOG_FILES = /design/flow/design.v
export SDC_FILE = /design/flow/constraint.sdc
export NUM_CORES = 4
export LEC_CHECK = 1
export CORE_AREA = 10 10 70 70
export DIE_AREA = 0 0 80 80
==> /design/flow/constraint.sdc <==
current_design mux

set clk_period 1.2
set clk_io_pct 0.2

create_clock -name clk0 -period $clk_period

set non_clock_inputs [all_inputs -no_clocks]
set_input_delay [expr $clk_period * $clk_io_pct] -clock clk0 $non_clock_inputs
set_output_delay [expr $clk_period * $clk_io_pct] -clock clk0 [all_outputs]
==> GITHUB_STEP_SUMMARY <==
### Yosys + OpenROAD results

| Metric | Value |
|---|---|
| Sequential area share after synthesis | 0 |
| PD cells | 321 nW/um^2 |
| DR pass1 iterations | 4 |
| Sw Share | 0.314 |
| Critical path destination | o_o[2] |
| FP Rows | 21 |
| Synth Instances | around 48 |
| Vias | ~640 |
| Final setup violation count | 8 |
| Cell Type Count | 11 |
| Utilization after layout | 0.344 |
| Critical path launch point type | primary input |
| Synth area leader | mux2i_1 |
| RSZ-0062 raised after global routing | true |
| Int Power | 0.000259 W |
| Crit Path Max Fanout | 6 |
| Share of power burned in combinational logic | 1.000 |
| Number of diodes | 0 |
| FFs & Latches | 0 |
| 1st-iter DRT viols | 11 |
| Critical path's top delay family | AND-OR/OR-AND gates |
| Largest net degree at the start of global routing | 10 |
| Final GP Congestion | 0.726 |
| Clock buf count | 0 |
| Achievable Freq | approximately 0.76 GHz |
| Die X | roughly 80 um |
| Syn_area_per_cell | a little over 9 sq um |
| Tot Pwr | 0.000377 W |
| Grt ovf | 0 |
| Initial antenna violation count | 0 |
| Static leakage | roughly 0.55 nW |
| Main area contributors | mux2i_1, o32a_1, o21ai_0, buf_12, buf_4 |
| Area grow syn2layout | 170% |
| Crit end category | output pin |
| Ys Warns | 1 |
| Final hold violations | 0 |
| Placed Cells | around 150 |
| Max cap viols | 0 |
| Buf/Inv on CP | 3 |
| Register Area | 0 sq um |
| DRC Markers | 0 |
| Headroom to the max-slew limit | 0.881 |
| Chip area in the Yosys report | 435 sq um |
| Failing checks | negative setup slack |
| DR WL/cell | 15.0 um |
| Worst hold path type | in -> out |
| Outcome | finished, violations left |
| Ys cells | about 48 |
| Tool Warnings | 34 |
| HPWL after DPL | a little over 2 mm |
| WS Path Type | in -> out |
| Clock group share of total power | 0 |
| Detailed Route WL | ~2.4 mm |
| Yosys top cell by instances | mux2i_1 |
| Peak supply drop | 91.7 uV |
| PortBufs | 59 |
| Cts hold-fix bufs | 0 |
| Slew Limit Fails | 0 |
| Core Area | about 3400 sq um |
| Dpl ws | -0.909 ns |
| Critical Path Start | s_i[1] |
| First-pass GRT wire length | around 3.8 mm |
| Antenna-violating nets left | 0 |
| Vias in the first global route | 748 |
| Synth top cells by count | mux2i_1, o32a_1, o21ai_0 |
| Final worst path period share | 1.09 |
| # IOs | roughly 60 |
| Top cell area share | 0.552 |
| Full die area | approximately 6400 sq um |
| Arrival time worst endpoint | 1.07 ns |
| Flop pwr share | 0 |
| Cell Count, Final, Fillers Out | 158 |
| WP data required | about 0.96 ns |
| Routed vias/inst | about 4.0 |
| Initial Util | 0.127 |
| Slowest CP cell | o32a_1 |
| Largest stage delay, worst path | about 0.28 ns |
| Die span in y | approximately 80 um |
| Total global-route track usage | 0.0723 |
| Synth Cell Area | 435 sq um |
| Period minus WS final | roughly 1.3 ns |
| Worst Hold Depth | 4 |
| Actual slew at the worst max-slew pin | 0.174 ns |
| Layout cell share with drive strength beyond 1 | 0.268 |
| Switch Pwr | between 0.0001 and 0.00015 W |
| Stages on the worst setup path | 6 |
| Final setup margin | -0.109 ns |
| Worst-path cell chain | buf_8, buf_12, mux2i_1, o32a_1, o21ai_1, buf_2 |
| Min Hold Slack | 0.956 ns |
==> logic make-up (layout without fill, tap and decap cells) <==
kind of cell,Yosys count,in the layout,synth area share
multiplexers,24,24,0.552
AND-OR/OR-AND,16,16,0.284
buffers and inverters,6,70,0.129
AND/OR/NAND/NOR,2,2,0.0345
==> repair_timing <==
| action | 4_1_cts | 5_1_grt |
|---|---|---|
| setup endpoints to repair | 8 | 8 |
| gates resized | 83 | 10 |
| pin swaps | 8 | 8 |
| gates cloned | 2 | 1 |
| setup buffers | 1 | 1 |
==> per-layer routing <==
| layer | track usage | share of wire |
|---|---|---|
| met1 | 0.0812 | 0.36 |
| met2 | 0.140 | 0.57 |
| met3 | 0.0170 | 0.068 |
| met4 | 0 | 0 |
| met5 | 0 | 0 |
==> final cells by class <==
type / instances / area (sq um)
multi-input combinational: 42 / 432
timing repair buffer: 70 / 686
tap: 46 / 57.6
fill: 360 / 2240
==> power groups by stage <==
stage                 Clock [W]  Sequential, W  Combinational, W
final                         0              0          0.000377
after global routing          0              0          0.000410
after CTS                     0              0          0.000350
==> per-stage QoR <==
stage | TNS (ns) | instance area, sq um
2_1_floorplan | 0 | 435
4_1_cts | -1.18 | 1100
3_5_place_dp | -7.20 | 1100
3_3_place_gp | -7.12 | 1100
5_1_grt | -1.18 | 1170
6_report | -0.747 | 1170
==> cell usage in the layout (no fill, tap or decap), drive strengths merged <==
cell type       n
mux2i          24
o21ai           8
o32a            8
nand2b          2
dlygate4sd2    32
clkdlybuf4s50  16
buf            21
clkbuf          1
==> how the worst min path moves through the flow <==
stage     endpoint  slack, ns  startpoint
4_1_cts     o_o[6]       1.00      s_i[0]
5_1_grt     o_o[6]       0.99      s_i[2]
6_report    o_o[6]       0.96      s_i[2]
Power figures rest on the tool's default switching activity, not on a simulated workload.
